`design/flow/design.v`:
```
`timescale 1ns / 1ps
module RegisterFile(
    input wire[1:0] RS,
    input wire[1:0] RT,
    input wire[1:0] RD,
    input wire[15:0] WriteData,
    input wire RegWrite,
    input wire Clock,
    output wire[15:0] ReadRS,
    output wire[15:0] ReadRT
    );
    reg[15:0] Registers[3:0];  
integer i;
initial 
begin
for(i=0;i<16;i=i+1)
   Registers[i] <= 16'd0; 
end
always @(posedge Clock)
begin
Registers[RD] <= WriteData;
end
assign ReadRS = Registers[RS];
assign ReadRT = Registers[RT];
endmodule
```
`design/flow/run.sh`:
```
#!/bin/bash
# OpenROAD 26Q1-2900-gdf79404cd8, Yosys 0.63+post, stock flow scripts
make -C /OpenROAD-flow-scripts/flow DESIGN_CONFIG=/design/flow/config.mk WORK_HOME=/design/flow/orfs finish
```
`design/flow/config.mk`:
```
export PLATFORM = sky130hd
export DESIGN_NAME = RegisterFile
export DESIGN_NICKNAME = RegisterFile
export VERILOG_FILES = /design/flow/design.v
export SDC_FILE = /design/flow/constraint.sdc
export NUM_CORES = 4
export LEC_CHECK = 1
export CORE_UTILIZATION = 50
```
`design/flow/constraint.sdc`:
```
current_design RegisterFile

set clk_period 1.8
set clk_io_pct 0.2

create_clock -name clk0 -period $clk_period [get_ports {Clock}]

set non_clock_inputs [all_inputs -no_clocks]
set_input_delay [expr $clk_period * $clk_io_pct] -clock clk0 $non_clock_inputs
set_output_delay [expr $clk_period * $clk_io_pct] -clock clk0 [all_outputs]
```
==> impl_metrics.yaml <==
# physical design summary
cells_and_area:
  layout.cells.non_filler: 267
  logic_area_um2: 750.7
  fillers: 320
  largest_reg_flops: 64
  layout-drive-gt1-share_pct: 48.22
  regMostFlops: "Registers"
  area_delta_synth_final_pct: 35.80
  largest_registers: "Registers (64)"
  regArea_um2: 1922
setup_path:
  startpoint_type: "flip-flop"
  cp-end-kind: "output port"
  crit_family: "multiplexers"
  path_cells: "buf_6 > mux4_2 > buf_2"
  criticalPathCategory: "flip-flop to output port"
  critical_path.max_stage_delay_ns: 0.48
  crit_start: "Registers[3][7]"
  crit_required_ns: 1.44
  slowest_stage: "mux4_2"
  path_max_fanout: 2
  arrival_ns: 1.49
  cp_num_buf_inv: 2
synth:
  yosys_area_um2: 2793
  synth_warnings: 1
  ys_ff: 64
  top_area_cell: "edfxtp_1"
  synthTopCellsByCount: "edfxtp_1, mux4_2, mux4_1, buf_2"
  synth.avg_cell_area_um2: 25.86
  synth_top_flop_cell: "edfxtp_1"
  most_common_cell: "edfxtp_1"
  synthCells: 108
  synthTopCellsByArea: "edfxtp_1, mux4_2, mux4_1"
  ys_seq_share_pct: 68.82
  edf_count: 64
  synth_cell_types: 9
  synth_top_area_share_pct: 68.82
  mappedNetlistArea_um2: 2793
  synthArstFlopShare_pct: 0
  yosysCellCount: 108
clock_network:
  clockBufferDepth: 2
  h-tree-depth: 3
  numCtsBuffers: 9
  postCtsHoldBufs: 0
  root_buffer: "clkbuf_8"
  cts_tree: "done"
  clk_pin_slew_ns: 0.07
  cts.sinks: 64
global_routing:
  grt.total_usage_pct: 23.45
  overflow: 0
  grt_max_degree: 15
  grt_pass1_vias: 1701
  grt_pass1_wl_mm: 8.769
  grt_antenna_before_repair: 0
final_timing:
  worst_pin_slew_ns: 0.2359
  setup_ws_ns: -0.04584
  max_freq_mhz: 541.8
  finalCriticalPeriod_ns: 1.846
  timing.hold.ws_ns: 0.6564
  hold_viol_final: 0
  relSlewSlack_pct: 84.26
  fin_crit_sh_pct: 102.5
  setup_viol: 3
  setup_tns_ns: -0.1130
  rsz0062_at_grt: "yes"
  maxSlewViolCount: 0
power_and_ir_drop:
  total_power_mw: 3.401
  leakagePower_nw: 1.346
  pwr_density_cell_nw_per_um2: 896.7
  worst_ir_drop_vdd_v: 0.0008219
detailed_routing:
  insertedDiodeCount: 0
  drt_iter0_markers: 61
  antenna_left: 0
  remaining_drc_errors: 0
  dr.pass1.iters: 4
  vias: 1532
  avgViaCountPerCell: 5.738
  wl_mm: 5.710
  wl_per_cell_um: 21.39
floorplan:
  die_y_um: 76.74
  chip_area_um2: 5888
  fp_util_pct: 53.32
  io_pins: 56
  dieWidth_um: 76.74
  placementRows: 26
  coreArea_um2: 5238
run:
  log.warning_count: 29
  maxCapViolations: 0
outcome:
  status: "finished with violations"
  failed_checks: "setup timing"
hold_path:
  hold_path_end: "Registers[1][8]"
  hold_class: "input port to flip-flop"
  hold_depth: 1
  hp-start: "WriteData[8]"
place:
  dp.cells: 232
  gp_congestion: 0.7468
  dp_slack_ns: -0.6399
  hpwl_mm: 3.428
  io_buffers: 54
[worst max path at each step]
stage / end / cells past startpoint
6_report: ReadRT[7] / 3
4_1_cts: ReadRT[7] / 3
5_1_grt: ReadRT[1] / 3
[final cells by class]
cell class / count / share of cell area (%)
repair buffers: 81 / 22.50
clock buffers: 11 / 3.464
multi-input cells: 36 / 19.80
well taps: 70 / 2.309
flip-flops and latches: 64 / 50.68
clock inverters: 5 / 1.254
[routing by layer]
| layer | GRT usage, % | wire length (um) | up-vias |
|---|---|---|---|
| met1 | 37.59 | 2035 | 758 |
| met3 | 10.76 | 577 | 15 |
| li1 | - | - | 659 |
| met2 | 35.63 | 2993 | 100 |
| met4 | 3.654 | 103 | 0 |
| met5 | 0 | 0 | - |
[cell usage in the layout, fill, tap and decap left out, types with 2 or more instances in the layout]
cell type	instances
edfxtp_1	64
mux4_2	32
clkdlybuf4s50_1	18
buf_4	15
clkdlybuf4s15_1	15
clkbuf_8	9
clkbuf_2	9
buf_2	8
buf_12	8
nor2b_2	2
clkinv_2	2
clkbuf_1	2
clkinv_1	2
buf_16	2
bufbuf_16	2
clkdlybuf4s15_2	2
buf_6	2
[through the flow]
step	area [um2]	util, %
after floorplan	2793	-
after global placement	3506	66.94
after detailed placement	3506	66.94
after CTS	3837	73.27
after global routing	3792	72.41
final	3792	72.41
[kinds of logic after synthesis]
kind of cell | after synthesis | synth area share [%]
muxes | 32 | 27.42
DFF | 64 | 68.82
and+or+nand+nor | 4 | 0.8064
buffers and inverters | 8 | 2.957
[report_power, final]
part / internal [mW] / total, mW / leakage (nW) / switching (mW)
sequential: 1.76 / 1.80 / 0.601 / 0.0475
combinational: 0.329 / 0.479 / 0.653 / 0.151
clock: 0.626 / 1.12 / 0.0922 / 0.493
total: 2.71 / 3.40 / 1.35 / 0.691
[repair_timing]
action                                  in CTS  in global routing
resized                                     98                 17
gates cloned                                 4                  0
endpoints found under the setup margin      32                 20
setup buffers                               17                  0
Power figures rest on the tool's default switching activity, not on a simulated workload.
