**/design/flow/design.v**
```verilog
`timescale 1ns / 1ps
module SRA(
    input [15:0] A,
    input [15:0] SHAMT,
    output [15:0] OutputSRA
    );
    reg [15:0] result;
    integer i;
    always@* begin
        result = (A[15] == 1) ? {16{1'b1}} : {16{1'b0}}; 
        for (i = 0; i < 16; i = i + 1) begin
            if (i + SHAMT < 16) begin
                result[i] = A[i + SHAMT];
            end
        end
    end
    assign OutputSRA = result;
endmodule
```
**/design/flow/run.sh**
```bash
#!/bin/bash
# OpenROAD 26Q1-2900-gdf79404cd8, Yosys 0.63+post, stock flow scripts
make -C /OpenROAD-flow-scripts/flow DESIGN_CONFIG=/design/flow/config.mk WORK_HOME=/design/flow/orfs finish
```
**/design/flow/config.mk**
```make
export PLATFORM = sky130hd
export DESIGN_NAME = SRA
export DESIGN_NICKNAME = SRA
export VERILOG_FILES = /design/flow/design.v
export SDC_FILE = /design/flow/constraint.sdc
export NUM_CORES = 4
export LEC_CHECK = 1
export CORE_AREA = 10 10 88 88
export DIE_AREA = 0 0 98 98
```
**/design/flow/constraint.sdc**
```tcl
current_design SRA

set clk_period 5.2
set clk_io_pct 0.2

create_clock -name clk0 -period $clk_period

set non_clock_inputs [all_inputs -no_clocks]
set_input_delay [expr $clk_period * $clk_io_pct] -clock clk0 $non_clock_inputs
set_output_delay [expr $clk_period * $clk_io_pct] -clock clk0 [all_outputs]
```
==> run summary <==
Critical endpoint after global-route timing repair = OutputSRA[3]
Warnings from Yosys = 1
Netlist cell types = 66
Number of input and output port buffers inserted = 48
Last stage reached = 5_1_grt
Synthesized cell area = 0.004334 mm^2
Top cells, area = sky130_fd_sc_hd__o21ai_0, sky130_fd_sc_hd__xnor2_1, sky130_fd_sc_hd__nor2_1, sky130_fd_sc_hd__nand2_1, sky130_fd_sc_hd__a21oi_1
Final weighted congestion of routability-driven global placement = 1.317
Dpl hpwl = 16.02 mm
Maximum number of pins on one net before global-route repair = 35
Sequential-to-total area share from yosys stat = 0%
First error = [ERROR DPL-0036] Detailed placement failed.
Area leader, netlist = sky130_fd_sc_hd__o21ai_0
Chip area line of the yosys report = 0.004334 mm^2
Die height = 98 um
Number of cells in the yosys synthesis report = 719
Die width = 98 um
Placement row count = 28
I/O pin count = 48
Post-CTS setup repair buffer count = 0
Avg Inst Size Synth = 6.028 um^2
Placed standard-cell area = 0.005460 mm^2
Share of the synthesized area in the top cell type = 6.928%
Run status = did not finish
Worst_ep kind = primary output
Synth top cells by count = sky130_fd_sc_hd__nor2_1, sky130_fd_sc_hd__nand2_1, sky130_fd_sc_hd__o21ai_0
Synth Instances = 719
Most frequently used cell type in the post-synthesis netlist = sky130_fd_sc_hd__nor2_1
Core Util at FP = 73.20%
cell families after synthesis:
family | count (synthesis) | synth area share [%]
muxes | 48 | 12.79
AOI/OAI and AO/OA | 219 | 32.01
xor gates and xnor gates | 39 | 7.881
adders and majority gates | 3 | 0.8661
and+or+nand+nor | 317 | 37.41
buffers and inverters | 93 | 9.036
what timing repair did:
action	in CTS
hold buffers	0
gates resized	9
endpoints found under the setup margin	6
through the flow:
step	TNS [ns]	worst slack, ns	std cells	hold slack (ns)	utilization (%)
4_1_cts	0	0.02573	874	3.322	92.62
2_1_floorplan	0	0.5881	719	2.208	-
3_3_place_gp	-0.1302	-0.1302	874	3.411	92.22
3_5_place_dp	-0.1644	-0.1045	874	3.480	92.22
