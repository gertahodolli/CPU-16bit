`./run.sh`:
```
#!/bin/bash
# OpenROAD 26Q1-2900-gdf79404cd8, Yosys 0.63+post, stock flow scripts
make -C /OpenROAD-flow-scripts/flow DESIGN_CONFIG=/design/flow/config.mk WORK_HOME=/design/flow/orfs finish
```
`./config.mk`:
```
export PLATFORM = sky130hd
export DESIGN_NAME = SLL
export DESIGN_NICKNAME = SLL
export VERILOG_FILES = /design/flow/design.v
export SDC_FILE = /design/flow/constraint.sdc
export NUM_CORES = 4
export LEC_CHECK = 1
export CORE_AREA = 10 10 100 100
export DIE_AREA = 0 0 110 110
```
`./constraint.sdc`:
```
current_design SLL

set clk_period 3.4
set clk_io_pct 0.2

create_clock -name clk0 -period $clk_period

set non_clock_inputs [all_inputs -no_clocks]
set_input_delay [expr $clk_period * $clk_io_pct] -clock clk0 $non_clock_inputs
set_output_delay [expr $clk_period * $clk_io_pct] -clock clk0 [all_outputs]
```
`./design.v`:
```
`timescale 1ns / 1ps
module SLL(
    input [15:0] A,
    input [3:0] SHAMT,
    output [15:0] OutputSLL
    );
    reg [15:0] result;
    integer i;
    always@* begin
        result = 16'b0;  
        for (i = 0; i < 16; i = i + 1) begin
            if (i + SHAMT < 16) begin
                result[i + SHAMT] = A[i];
            end
        end
    end
    assign OutputSLL = result;
endmodule
```
==> run summary <==
Max-area cell share: 0.08402
ys cells: 958
Post-Syn Instances: 958
run status: stopped before the end
Cell Type Count: 89
# port buffers: 36
Die X: 110 um
Log Error: [ERROR DPL-0036] Detailed placement failed.
Mapped Area: 0.005942 mm2
gpl congestion: 1.676
failing step: detailed placement
Yosys top cell by instances: nor2_1
mean post-synth cell area: 6.202 um2
site row count: 32
Die Span Y: 110 um
Yosys top cell by area: nor2_1
Synth top cells by count: nor2_1 (133), nand2_1 (131), nand3_1 (54)
Synth warnings: 1
IO Pins: 36
Post-synth seq share: 0
FP Util: 0.7611
top cells by area: nor2_1 (8.4%), nand2_1 (8.3%), ha_1 (7.2%), nand3_1 (4.5%), a21oi_1 (4.3%)
Yosys chip area: 0.005942 mm2
## cell families after synthesis
group	Yosys count	share of synthesized area
compound gates	345	0.4287
xor+xnor	20	0.03959
fa+ha+maj	34	0.07159
buf+inv	71	0.05243
mux	5	0.008844
simple gates	483	0.3988
## metrics by stage
| step | hold WS [ns] | std cells | power [mW] |
|---|---|---|---|
| 2_1_floorplan | 1.442 | 958 | 0.6627 |
| 3_3_place_gp | 2.477 | 1484 | 1.461 |
No activity file was given, so power comes from the tool's default toggle rates.
